**./run.sh**
```bash
#!/bin/bash
# OpenROAD 26Q1-2900-gdf79404cd8, Yosys 0.63+post, stock flow scripts
make -C /OpenROAD-flow-scripts/flow DESIGN_CONFIG=/design/flow/config.mk WORK_HOME=/design/flow/orfs finish
```
**./config.mk**
```make
export PLATFORM = sky130hd
export DESIGN_NAME = mxu_pe
export DESIGN_NICKNAME = mxu_pe
export VERILOG_FILES = /design/flow/design.v
export SDC_FILE = /design/flow/constraint.sdc
export NUM_CORES = 4
export LEC_CHECK = 1
export CORE_UTILIZATION = 50
```
**./constraint.sdc**
```tcl
current_design mxu_pe

set clk_period 9.8
set clk_io_pct 0.2

create_clock -name clk0 -period $clk_period [get_ports {clk}]

set non_clock_inputs [all_inputs -no_clocks]
set_input_delay [expr $clk_period * $clk_io_pct] -clock clk0 $non_clock_inputs
set_output_delay [expr $clk_period * $clk_io_pct] -clock clk0 [all_outputs]
```
**./design.v**
```verilog
module mxu_pe #(
    parameter Y_INDEX = 0   
) (
    input wire clk,   
    input wire rst_n,   
    input wire load_phase,   
    input wire [7:0] load_weight_target_y,   
    input wire [7:0] load_weight,   
    input wire [7:0] activation,   
    input wire [23:0] partial_sum,   
    output reg [23:0] result,   
    output reg phase_out,   
    output reg [7:0] load_weight_target_y_out,   
    output reg [7:0] weight_out,   
    output reg [7:0] activation_out_bw   
);
  reg [7:0] activation_reg;
  reg load_phase_reg;
  reg [7:0] load_weight_target_y_reg;
  reg [7:0] load_weight_reg;
  reg [23:0] partial_sum_reg;
  always @(posedge clk or negedge rst_n) begin
    if (!rst_n) begin
      activation_reg <= 8'b0;
      load_phase_reg <= 1'b0;
      load_weight_target_y_reg <= 8'b0;
      load_weight_reg <= 8'b0;
      partial_sum_reg <= 24'b0;
    end else begin
      activation_reg <= activation;
      load_phase_reg <= load_phase;
      load_weight_target_y_reg <= load_weight_target_y;
      load_weight_reg <= load_weight;
      partial_sum_reg <= partial_sum;
    end
  end
  wire [23:0] stage0_result;
  wire stage0_phase_out;
  wire [7:0] stage0_load_weight_target_y_out;
  wire [7:0] stage0_activation_out;
  wire [7:0] stage0_weight_out;
  wire [7:0] stage0_weight_mem_out;
  reg [23:0] stage1_result;
  reg stage1_phase_out;
  reg [7:0] stage1_load_weight_target_y_out;
  reg [7:0] stage1_activation_out;
  reg [7:0] stage1_weight_out;
  reg [7:0] stage1_weight_mem_out;
  reg [23:0] stage2_result;
  reg stage2_phase_out;
  reg [7:0] stage2_load_weight_target_y_out;
  reg [7:0] stage2_activation_out;
  reg [7:0] stage2_weight_out;
  reg [7:0] stage2_weight_mem_out;
  reg [7:0] stage3_activation_out;
  reg [7:0] stage3_weight_mem_out;
  reg [7:0] stage4_weight_mem_out;
  mxu_pe_forward #(
      .Y_INDEX(Y_INDEX)
  ) forward_pe (
      .load_phase(load_phase_reg),
      .load_weight_target_y(load_weight_target_y_reg),
      .load_weight(load_weight_reg),
      .weight_mem(stage4_weight_mem_out),
      .activation(activation_reg),
      .partial_sum(partial_sum_reg),
      .result(stage0_result),
      .phase_out(stage0_phase_out),
      .load_weight_target_y_out(stage0_load_weight_target_y_out),
      .activation_out(stage0_activation_out),
      .weight_out(stage0_weight_out),
      .weight_mem_out(stage0_weight_mem_out)
  );
  always @(posedge clk or negedge rst_n) begin
    if (!rst_n) begin
      stage1_result <= 24'b0;
      stage1_phase_out <= 1'b0;
      stage1_load_weight_target_y_out <= 8'b0;
      stage1_activation_out <= 8'b0;
      stage1_weight_out <= 8'b0;
      stage1_weight_mem_out <= 8'b0;
    end else begin
      stage1_result <= stage0_result;
      stage1_phase_out <= stage0_phase_out;
      stage1_load_weight_target_y_out <= stage0_load_weight_target_y_out;
      stage1_activation_out <= stage0_activation_out;
      stage1_weight_out <= stage0_weight_out;
      stage1_weight_mem_out <= stage0_weight_mem_out;
    end
  end
  always @(posedge clk or negedge rst_n) begin
    if (!rst_n) begin
      stage2_result <= 24'b0;
      stage2_phase_out <= 1'b0;
      stage2_load_weight_target_y_out <= 8'b0;
      stage2_activation_out <= 8'b0;
      stage2_weight_out <= 8'b0;
      stage2_weight_mem_out <= 8'b0;
    end else begin
      stage2_result <= stage1_result;
      stage2_phase_out <= stage1_phase_out;
      stage2_load_weight_target_y_out <= stage1_load_weight_target_y_out;
      stage2_activation_out <= stage1_activation_out;
      stage2_weight_out <= stage1_weight_out;
      stage2_weight_mem_out <= stage1_weight_mem_out;
    end
  end
  always @(posedge clk or negedge rst_n) begin
    if (!rst_n) begin
      stage3_activation_out <= 8'b0;
      stage3_weight_mem_out <= 8'b0;
    end else begin
      stage3_activation_out <= stage2_activation_out;
      stage3_weight_mem_out <= stage2_weight_mem_out;
    end
  end
  always @(posedge clk or negedge rst_n) begin
    if (!rst_n) begin
      stage4_weight_mem_out <= 8'b0;
    end else begin
      stage4_weight_mem_out <= stage3_weight_mem_out;
    end
  end
  always @(posedge clk or negedge rst_n) begin
    if (!rst_n) begin
      result <= 24'b0;
      phase_out <= 1'b0;
      load_weight_target_y_out <= 8'b0;
      weight_out <= 8'b0;
    end else begin
      result <= stage1_result;
      phase_out <= stage1_phase_out;
      load_weight_target_y_out <= stage1_load_weight_target_y_out;
      weight_out <= stage1_weight_out;
    end
  end
  always @(posedge clk or negedge rst_n) begin
    if (!rst_n) begin
      activation_out_bw <= 8'b0;
    end else begin
      activation_out_bw <= stage3_activation_out;
    end
  end
endmodule
module mxu_pe_forward #(
    parameter Y_INDEX = 0   
) (
    input wire load_phase,   
    input wire [7:0] load_weight_target_y,   
    input wire [7:0] load_weight,   
    input wire [7:0] weight_mem,   
    input wire [7:0] activation,   
    input wire [23:0] partial_sum,   
    output wire [23:0] result,   
    output wire phase_out,   
    output wire [7:0] load_weight_target_y_out,   
    output wire [7:0] activation_out,   
    output wire [7:0] weight_out,   
    output wire [7:0] weight_mem_out   
);
  localparam NO_OP_PHASE = 1'b0;
  localparam PRELOAD_PHASE = 1'b1;
  wire [15:0] product;
  assign product = $signed(weight_mem) * $signed(activation);
  wire [23:0] product_ext;
  assign product_ext = {{8{product[15]}}, product};
  assign result = partial_sum + product_ext;
  assign phase_out = load_phase;
  assign load_weight_target_y_out = load_weight_target_y;
  assign weight_out = load_weight;
  assign activation_out = activation;
  assign weight_mem_out = (load_phase == PRELOAD_PHASE && load_weight_target_y == Y_INDEX) ? load_weight : weight_mem;
endmodule
```
==> metrics.cfg <==
[sta]
max_freq_mhz=164
layout_setup_ws_ns=3.71
timing.hold.ws_ns=0.346
clock_skew_ns=0.00965
worst_pin_slew_ns=0.696
post-route-period-util_pct=62.1
drv_slew=0
max-slew-margin-rel_pct=53.6
setup_viol=0
min_period_ns=6.09
hold_viol=0
fin_tns_setup_ns=0
rsz0062_at_grt=false

[worst_setup_path]
cp_top_family=adder cells
start_kind=register
critPathLaunch=stage4_weight_mem_out[7]
reg2regPathDepth=23
critPathKind=reg2reg
r2r_slack_ns=3.71
r2r_end=stage1_result[19]
crit_chain=and2_1, fa_1, inv_1, fa_1, inv_1, fa_1, inv_1, fa_1, inv_1, ha_1, a21oi_1, nor2_1, nor2_1, o21ai_1, o31ai_1, xnor2_1, buf_4, ha_1, a211oi_1, a21bo_1, a31oi_1, o21bai_1, xor2_1
cpPeakStageDelay_ns=0.61
cp_num_buf_inv=5
cp_slowest_cell=fa_1
critPathArrivalTime_ns=6.40
required_ns=10.11
endpoint_kind=register
path_max_fanout=10
timing.rr.start=stage4_weight_mem_out[7]

[final_layout]
final_area_mm2=0.0107
drive_gt1_share_pct=7.03
area_delta_synth_final_pct=21.9
stdcell_count=1022

[routing]
drc=0
drt_iter0_drc=176
final_antenna_net_count=0
firstDrtPassIters=4
dr_total_vias=4826
diodes=0
via_per_inst=4.72
wirelength_um=13400
routedWlPerCell_um=13.1

[synthesis]
yosys_cells=663
avgSynthCellArea_um2=13.3
synthFlopType=dfrtp_1
yosys_warnings=1
ys_area_mm2=0.00880
ys_seq_elements=195
synth.distinct_cells=48
ys_seq_share_pct=55.4
syn-instance-count=663
syn_area_mm2=0.00880
synthArstFlopShare_pct=100
edf_count=0

[floorplan]
ioPinCount=100
die_area_mm2=0.0181
die_w_um=135
die_h_um=135
fp-row-count=48
core_area_mm2=0.0172
initial_core_util_pct=51.1

[clock_network]
clockBufferDepth=2
cts.clk_slew.worst_paths_ns=0.07
cts-root-buf=clkbuf_16
numCtsBuffers=17
cts_tree=yes
cts_sinks=195
clkLatencyLatePin_ns=0.42
post_cts_buffers=0
cts_max_level=4
hold_buffers=0
cts_resized=0

[min_path]
hold_class=reg2reg
hold_end=result[6]
hp-start=stage1_result[6]
holdPathStages=0

[global_route]
overflow=0
met1_usage_pct=28.4
met3_usage_pct=4.41
antenna_found_initial=0
top_usage_layer=met1
grt_pass1_vias=4966
grt_use_total_pct=17.4
grt_pass1_wl_um=23400
grt_max_degree=94
use_met2_pct=26.3

[placed_design]
place_ws_ns=3.68
placed_cells=990
place_hpwl_um=10000
portBuffers=99
place.gp.congestion=0.873
dpl_cell_area_mm2=0.0101

[power]
vdd_drop_max_v=0.000176
p_per_area_mw_per_mm2=179
p_leak_nw=5.11

[job]
drv_cap=0
warning_count=27

[status]
status=completed

-- worst max-delay path by stage --
stage / endpoint / slack [ns] / cells past startpoint
4_1_cts: stage1_result[19] / 3.67 / 23
5_1_grt: stage1_result[23] / 3.20 / 26
6_report: stage1_result[19] / 3.71 / 23
-- per-stage QoR --
step / power (mW) / utilization, %
4_1_cts: 1.95 / 62.2
3_5_place_dp: 1.23 / 58.6
6_report: 1.92 / 62.2
3_3_place_gp: 1.23 / 58.6
2_1_floorplan: 1.09 / -
5_1_grt: 2.02 / 62.2
-- metal layers --
layer,share of wire (%),routed length (µm)
met2,46,6200
met4,1.3,174
met3,4.9,665
met5,0,0
met1,48,6390
-- cells in the final DEF (no fill, tap or decap), types with 3 or more instances in the layout --
cell,synthesis,routed
o21ai_1,3,3
xnor2_1,25,25
buf_4,0,3
inv_6,0,3
inv_1,100,100
fa_1,56,56
o21ai_0,13,13
clkbuf_16,0,17
clkdlybuf4s50_1,0,98
and2_1,46,46
nand2b_1,9,9
nor3_1,8,8
o21a_1,3,3
ha_1,54,54
clkinv_8,0,4
o21bai_1,12,12
mux2_2,9,9
nor2b_1,11,11
a21oi_1,23,23
nand2_1,20,20
dfrtp_1,195,195
o211ai_1,3,3
nor2_1,14,14
nand3b_1,3,3
xor2_1,9,9
nand3_1,5,5
inv_8,0,4
a21o_1,9,9
-- area by class of cell --
cell class / instances / area, µm²
clock inverter: 14 / 199
multi-input combinational: 368 / 3550
clock buffer: 18 / 429
inverter: 100 / 375
timing repair buffer: 102 / 1020
sequential: 195 / 4880
tap: 225 / 282
fill: 1222 / 6510
-- cell usage after synthesis (all sizes together) (2+ instances only) --
cell / number / area [µm²]
a211oi: 4 / 40.0
a21o: 9 / 67.6
a21oi: 23 / 115
a221oi: 3 / 43.8
and2: 47 / 297
and3: 3 / 23.8
dfrtp: 195 / 4880
fa: 56 / 1120
ha: 54 / 676
inv: 100 / 375
mux2: 9 / 101
nand2: 21 / 81.3
nand2b: 9 / 56.3
nand3: 5 / 25.0
nand3b: 3 / 22.5
nand4b: 2 / 17.5
nor2: 15 / 58.8
nor2b: 11 / 68.8
nor3: 8 / 40.0
nor4: 2 / 12.5
o211ai: 4 / 35.0
o21a: 3 / 22.5
o21ai: 16 / 80.1
o21bai: 12 / 90.1
o31ai: 2 / 15.0
xnor2: 25 / 219
xor2: 9 / 78.8
-- power breakdown --
group	internal, mW	total [mW]	switching (mW)	leakage [nW]
sequential	0.890	0.917	0.0267	2.34
clock	0.375	0.705	0.330	0.305
combinational	0.166	0.297	0.132	2.46
-- logic make-up after synthesis --
kind of cell               share of synthesized area, %
adders and majority gates                          20.4
xor gates and xnor gates                           3.38
AOI/OAI and AO/OA                                  6.75
buffers and inverters                              4.26
muxes                                              1.27
DFF                                                55.4
and+or+nand+nor                                    8.49
Power and IR drop assume default switching activity.
